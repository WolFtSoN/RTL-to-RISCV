`./run.sh`:
```
#!/bin/bash
# OpenROAD 26Q1-2900-gdf79404cd8, Yosys 0.63+post, stock flow scripts
make -C /OpenROAD-flow-scripts/flow DESIGN_CONFIG=/design/flow/config.mk WORK_HOME=/design/flow/orfs finish
```
`./config.mk`:
```
export PLATFORM = sky130hd
export DESIGN_NAME = mem_interface
export DESIGN_NICKNAME = mem_interface
export VERILOG_FILES = /design/flow/design.v
export SDC_FILE = /design/flow/constraint.sdc
export NUM_CORES = 4
export LEC_CHECK = 1
export CORE_UTILIZATION = 40
```
`./constraint.sdc`:
```
current_design mem_interface

set clk_period 1.5
set clk_io_pct 0.2

create_clock -name clk0 -period $clk_period [get_ports {clk}]

set non_clock_inputs [all_inputs -no_clocks]
set_input_delay [expr $clk_period * $clk_io_pct] -clock clk0 $non_clock_inputs
set_output_delay [expr $clk_period * $clk_io_pct] -clock clk0 [all_outputs]
```
`./design.v`:
```
package all_pkgs;
parameter WIDTH = 32;
parameter ADDR_W = $clog2(WIDTH);
parameter DATA_W = 32;
parameter ALU_OP = 5;
parameter HALT = 32'b00000000000000000000000001111111;
parameter ZERO = {WIDTH{1'b0}};
parameter ALU_AND    = 5'b00000;
parameter ALU_OR     = 5'b00001;
parameter ALU_ADD    = 5'b00010;
parameter ALU_SUB    = 5'b00011;
parameter ALU_SLT    = 5'b00100;
parameter ALU_NOR    = 5'b00101;
parameter ALU_MUL    = 5'b00110;
parameter ALU_MULH   = 5'b00111;
parameter ALU_MULHSU = 5'b01000;
parameter ALU_MULHU  = 5'b01001;
parameter ALU_REM    = 5'b01010;
parameter ALU_REMU   = 5'b01011;
parameter ALU_DIV    = 5'b01100;
parameter ALU_DIVU   = 5'b01101;
parameter BR_NONE = 3'b000;
parameter BR_EQ = 3'b010;
parameter BR_NE = 3'b001;
parameter BR_GE = 3'b101;
parameter R_TYPE   = 7'b0110011;
parameter I_TYPE   = 7'b0010011;    
parameter I_LOAD   = 7'b0000011;    
parameter S_TYPE   = 7'b0100011;
parameter B_TYPE   = 7'b1100011;
parameter J_TYPE   = 7'b1101111;
parameter JALR_TYPE = 7'b1100111;
endpackage
package all_pkgs;
parameter WIDTH = 32;
parameter ADDR_W = $clog2(WIDTH);
parameter DATA_W = 32;
parameter ALU_OP = 5;
parameter HALT = 32'b00000000000000000000000001111111;
parameter HALT_OP = 7'b1111111;
parameter ZERO = {WIDTH{1'b0}};
parameter ALU_AND    = 5'b00000;
parameter ALU_OR     = 5'b00001;
parameter ALU_ADD    = 5'b00010;
parameter ALU_SUB    = 5'b00011;
parameter ALU_SLT    = 5'b00100;
parameter ALU_NOR    = 5'b00101;
parameter ALU_MUL    = 5'b00110;
parameter ALU_MULH   = 5'b00111;
parameter ALU_MULHSU = 5'b01000;
parameter ALU_MULHU  = 5'b01001;
parameter ALU_REM    = 5'b01010;
parameter ALU_REMU   = 5'b01011;
parameter ALU_DIV    = 5'b01100;
parameter ALU_DIVU   = 5'b01101;
parameter BR_NONE = 3'b000;
parameter BR_EQ = 3'b010;
parameter BR_NE = 3'b001;
parameter BR_GE = 3'b101;
parameter R_TYPE   = 7'b0110011;
parameter I_TYPE   = 7'b0010011;    
parameter I_LOAD   = 7'b0000011;    
parameter S_TYPE   = 7'b0100011;
parameter B_TYPE   = 7'b1100011;
parameter J_TYPE   = 7'b1101111;
parameter JALR_TYPE = 7'b1100111;
endpackage
package a01_defines_pkg;
parameter ADDR_W = 32;
parameter DATA_W = 32;
parameter FIFO_DEPTH = 16;
parameter FIFO_DATA_W = 65;
endpackage
module mem_interface #(
    parameter DATA_W = 8,
    parameter ADDR_W = 4
) (
    input               clk, rst,
    input logic                 req_valid,
    input logic                 req_write,
    input logic [ADDR_W-1:0]    req_addr,
    input logic [DATA_W-1:0]    req_wdata,
    output logic                req_ready,   
    output logic                resp_valid,
    output logic [DATA_W-1:0]   resp_rdata
);
logic [DATA_W-1:0] mem [2**ADDR_W-1:0];
always @(posedge clk or posedge rst) begin
    if (rst) begin
        req_ready  <= 1;  
        resp_valid <= 0;
        resp_rdata <= 0;
    end else begin
        resp_valid <= 0;     
        if (req_valid && req_ready) begin 
            req_ready <= 0;
            if (req_write) begin             
                mem[req_addr] <= req_wdata;
                req_ready <= 1;
            end else begin                   
                resp_rdata <= mem[req_addr];
                resp_valid <= 1;
                req_ready <= 1;
            end
        end  
    end
end
endmodule
```
==> run summary <==
impl run done, here's what came out: Avg Inst Size Synth=15.1 um^2, Ys Warns=2, worst r2r src=mem[4][0], post-synth cell types=49, fin. max-slew vios=0, Sink Count=137, cells in synth_stat.txt=369, Detailed Route Iter0 Violations=around 270, CTS Buffer Depth=2, Tcrit/Tclk final=102%, Setup crit start kind=flip-flop, Finished Core Util=between 50 and 60%, Final GP Congestion=0.983, total inserted antenna cells=0, Top logic family=AND-OR/OR-AND gates, Primary FF master, synth=edfxtp_1, failing checks=setup timing, clk_skew=between 0.004 and 0.005 ns, FF-to-FF End=resp_rdata[0], largest net degree at the start of global routing=17, Post-synth EDFFs=128, post-layout min period=1.52 ns, io pins=26, Chip Area, Yosys=roughly 5600 um^2, die width=120 um, Worst Setup End Kind=flip-flop, VDD IR max=0.000799 V, final setup TNS=-0.0468 ns, Worst-Skew Late Latency=0.42 ns, H-Tree Depth=4, Worst Setup Path Type=reg2reg, FP Core Util=roughly two fifths, via count=3643, Mapped Area=5570 um^2, First-pass DRT Iterations=5, vias in the first global route=3784, root buffer cell=clkbuf_16, HP Start=req_write, vias per cell=between 5 and 6, final-layout fill cell count=about 1000, Hold Vio Cnt, Final=0, wire length per cell=20.8 um, hold_ws=around 0.46 ns, CTS clk-pin slew, worst paths=roughly 0.06 ns, Top Layout Cells=edfxtp_1, buf_4, a22oi_1, Area growth syn-to-layout=38.5%, Top cell excl fill/tap=edfxtp_1, Pwr Total=between 9000 and 10000 uW, worst setup margin=-0.0238 ns, cell count after synthesis=369, CTS Buf Count=17, delay-heaviest family, CP=AND-OR/OR-AND gates, Worst EP arrival=1.82 ns, aoi share=~13%, power per cell area=between 1000 and 1500 nW/um^2, Hold EP=resp_valid, area fraction in mux cells=under 10%, I/O Buffers=24, CTS tree=yes, post-DP HPWL=slightly above 9000 um, fa+ha+maj area frac=0%, Die Y=roughly 120 um, ys async rst share=6.57%, die area=around 14000 um^2, Residual DRC=0, Pleak=0.00269 uW, Global Route Usage Sum=between 20% and 30%, outcome=complete, but fails checks, Hold Path Stages=4, Rows=42, GR Overflow Total=0, pre-CTS WS=-0.974 ns, CP max FO=1, worst min path class=in2reg, Post-synth seq share=73.1%, layout cells sized above 1=about two fifths, Worst EP required=1.80 ns, Setup violations, final=3, RSZ-0062 raised after global routing=yes, WL final=13700 um, core area=13400 um^2, r2r setup slk=-0.02 ns, Final ANT Viol Nets=0, Max Fclk=656 MHz, first-pass GRT wire length=about 21000 um, Post-Synth Simple-Gate Area=under 10%, initial antenna violation count=0, CP max stage cell=edfxtp_1, XOR/XNOR Fraction of Synth Area=0%, tool warnings=28, max-cap violations=0, ys flops=137, CP max stage delay=0.37 ns, worst-path cell chain=a22o_1 > a221o_1 > a2111oi_2 > buf_4 > a21oi_2, Critical path buffers and inverters=1, R2R depth=5
-- worst reg2reg max path: stages (launching register included) --
cell and delay [ns]:
edfxtp_1 0.37, a22o_1 0.25, a221o_1 0.32, a2111oi_2 0.22, buf_4 0.20, a21oi_2 0.05
-- layer usage --
| metal | share of wire (%) | GRT usage (%) | vias up |
|---|---|---|---|
| met5 | 0 | 0 | - |
| met1 | 42 | 34.1 | 1772 |
| met3 | 10 | 10.4 | 30 |
| met4 | 3.6 | 6.41 | 0 |
| met2 | 44 | 29.9 | 179 |
| li1 | - | - | 1662 |
-- logic make-up after synthesis --
family / after synthesis
mux: 8
simple gates: 95
flops: 137
compound gates: 95
other cells: 1
buf+inv: 33
-- synthesized netlist by cell type (2+ instances only) --
| cell type | number | area [um^2] |
|---|---|---|
| a2111oi_0 | 2 | 17.5 |
| a2111oi_2 | 3 | 45.0 |
| a21oi_1 | 9 | 45.0 |
| a221o_1 | 2 | 20.0 |
| a221oi_1 | 2 | 17.5 |
| a22o_1 | 10 | 87.6 |
| a22oi_1 | 28 | 210 |
| a31oi_1 | 2 | 12.5 |
| and2_1 | 2 | 12.5 |
| and3_1 | 3 | 18.8 |
| and3_4 | 2 | 22.5 |
| buf_2 | 10 | 50.1 |
| buf_4 | 4 | 30.0 |
| buf_6 | 5 | 56.3 |
| clkbuf_1 | 4 | 15.0 |
| dfrtp_1 | 9 | 225 |
| edfxtp_1 | 128 | 3840 |
| inv_1 | 8 | 30.0 |
| mux2_2 | 5 | 56.3 |
| mux2i_1 | 2 | 20.0 |
| nand2_1 | 16 | 60.1 |
| nand2b_1 | 8 | 50.1 |
| nand3_1 | 3 | 15.0 |
| nand3b_1 | 2 | 15.0 |
| nor2_1 | 25 | 93.8 |
| nor2b_1 | 12 | 75.1 |
| nor3_1 | 8 | 40.0 |
| nor3b_1 | 5 | 37.5 |
| nor4_1 | 2 | 12.5 |
| o2111ai_1 | 2 | 17.5 |
| o21a_1 | 2 | 15.0 |
| o21ai_0 | 16 | 80.1 |
| o22a_1 | 2 | 17.5 |
| o22ai_1 | 7 | 43.8 |
| o32ai_1 | 3 | 26.3 |
| or3_1 | 3 | 18.8 |
-- stage by stage --
stage                     std cells  instance area (um^2)
after floorplan                 369                  5780
after global placement          618                  6690
after detailed placement        618                  6690
after CTS                       654                  7560
after global routing            661                  7710
final                           661                  7710
-- final cells by class --
class / instances / area, um^2 / area share [%]
multi-input combinational: 199 / 1670 / 21.7
clock inverter: 15 / 273 / 3.54
timing repair buffer: 108 / 1000 / 13.0
clock buffer: 17 / 425 / 5.52
sequential: 137 / 4070 / 52.8
inverter: 9 / 41.3 / 0.536
tap: 176 / 220 / 2.86
-- report_power, final --
group	switching, uW	internal, uW	leakage, uW	total (uW)
registers	25.0	4240	0.00126	4270
logic	400	357	0.00110	758
clock network	1560	3290	0.000331	4850
total	1990	7890	0.00269	9880
-- how the worst max path moves through the flow --
| stage | slack [ns] | start | end | cells past startpoint |
|---|---|---|---|---|
| 4_1_cts | -0.08 | mem[4][3] | resp_rdata[3] | 5 |
| 5_1_grt | -0.13 | mem[3][4] | resp_rdata[4] | 5 |
| 6_report | -0.02 | mem[4][0] | resp_rdata[0] | 5 |
-- registers in the layout (all words and copies together), names as in the netlist --
| name | cells |
|---|---|
| resp_rdata | 8 |
| mem | 128 |
| resp_valid | 1 |
-- what timing repair did --
action,in CTS,in global routing
setup buffers,4,7
gates resized,53,21
pin swaps,19,19
hold buffers,0,1
cloned,1,0
setup endpoints to repair,144,50
endpoints found under the hold margin,0,9
No activity file was given, so power comes from the tool's default toggle rates.
