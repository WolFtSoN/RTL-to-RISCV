### design/flow/design.v
package all_pkgs;
parameter WIDTH = 32;
parameter ADDR_W = $clog2(WIDTH);
parameter DATA_W = 32;
parameter ALU_OP = 5;
parameter HALT = 32'b00000000000000000000000001111111;
parameter ZERO = {WIDTH{1'b0}};
parameter ALU_AND    = 5'b00000;
parameter ALU_OR     = 5'b00001;
parameter ALU_ADD    = 5'b00010;
parameter ALU_SUB    = 5'b00011;
parameter ALU_SLT    = 5'b00100;
parameter ALU_NOR    = 5'b00101;
parameter ALU_MUL    = 5'b00110;
parameter ALU_MULH   = 5'b00111;
parameter ALU_MULHSU = 5'b01000;
parameter ALU_MULHU  = 5'b01001;
parameter ALU_REM    = 5'b01010;
parameter ALU_REMU   = 5'b01011;
parameter ALU_DIV    = 5'b01100;
parameter ALU_DIVU   = 5'b01101;
parameter BR_NONE = 3'b000;
parameter BR_EQ = 3'b010;
parameter BR_NE = 3'b001;
parameter BR_GE = 3'b101;
parameter R_TYPE   = 7'b0110011;
parameter I_TYPE   = 7'b0010011;    
parameter I_LOAD   = 7'b0000011;    
parameter S_TYPE   = 7'b0100011;
parameter B_TYPE   = 7'b1100011;
parameter J_TYPE   = 7'b1101111;
parameter JALR_TYPE = 7'b1100111;
endpackage
package all_pkgs;
parameter WIDTH = 32;
parameter ADDR_W = $clog2(WIDTH);
parameter DATA_W = 32;
parameter ALU_OP = 5;
parameter HALT = 32'b00000000000000000000000001111111;
parameter HALT_OP = 7'b1111111;
parameter ZERO = {WIDTH{1'b0}};
parameter ALU_AND    = 5'b00000;
parameter ALU_OR     = 5'b00001;
parameter ALU_ADD    = 5'b00010;
parameter ALU_SUB    = 5'b00011;
parameter ALU_SLT    = 5'b00100;
parameter ALU_NOR    = 5'b00101;
parameter ALU_MUL    = 5'b00110;
parameter ALU_MULH   = 5'b00111;
parameter ALU_MULHSU = 5'b01000;
parameter ALU_MULHU  = 5'b01001;
parameter ALU_REM    = 5'b01010;
parameter ALU_REMU   = 5'b01011;
parameter ALU_DIV    = 5'b01100;
parameter ALU_DIVU   = 5'b01101;
parameter BR_NONE = 3'b000;
parameter BR_EQ = 3'b010;
parameter BR_NE = 3'b001;
parameter BR_GE = 3'b101;
parameter R_TYPE   = 7'b0110011;
parameter I_TYPE   = 7'b0010011;    
parameter I_LOAD   = 7'b0000011;    
parameter S_TYPE   = 7'b0100011;
parameter B_TYPE   = 7'b1100011;
parameter J_TYPE   = 7'b1101111;
parameter JALR_TYPE = 7'b1100111;
endpackage
package a01_defines_pkg;
parameter ADDR_W = 32;
parameter DATA_W = 32;
parameter FIFO_DEPTH = 16;
parameter FIFO_DATA_W = 65;
endpackage
module round_robin_arbiter (
    input logic         clk, rst,
    input logic [3:0]   req,
    output logic [3:0]  grant
);
logic [1:0] track;   
always_ff @( posedge clk or posedge rst ) begin
    if (rst)
        track <= 2'd0;
    else if (req != 0) begin     
        track <= track + 1;
    end
end
always_comb begin
    grant = 4'd0;
    case (track)
        2'd0 : begin     
            casez (req)
                4'b???1 : grant = 4'b0001;
                4'b??1? : grant = 4'b0010;
                4'b?1?? : grant = 4'b0100;
                4'b1??? : grant = 4'b1000;
                default: grant = 4'b0000;
            endcase
            end 
        2'd1 : begin     
            casez (req)
                4'b??1? : grant = 4'b0010;
                4'b?1?? : grant = 4'b0100; 
                4'b1??? : grant = 4'b1000;
                4'b???1 : grant = 4'b0001;
                default: grant = 4'b0000;
            endcase
            end
        2'd2 : begin     
            casez (req)
                4'b?1?? : grant = 4'b0100;
                4'b1??? : grant = 4'b1000; 
                4'b???1 : grant = 4'b0001;
                4'b??1? : grant = 4'b0010;
                default: grant = 4'b0000;
            endcase
            end
        2'd3 : begin     
            casez (req)     
                4'b1??? : grant = 4'b1000;
                4'b???1 : grant = 4'b0001;
                4'b??1? : grant = 4'b0010;
                4'b?1?? : grant = 4'b0100; 
                default: grant = 4'b0000;
            endcase
            end
    endcase
end
endmodule
### design/flow/run.sh
#!/bin/bash
# OpenROAD 26Q1-2900-gdf79404cd8, Yosys 0.63+post, stock flow scripts
make -C /OpenROAD-flow-scripts/flow DESIGN_CONFIG=/design/flow/config.mk WORK_HOME=/design/flow/orfs finish
### design/flow/config.mk
export PLATFORM = sky130hd
export DESIGN_NAME = round_robin_arbiter
export DESIGN_NICKNAME = round_robin_arbiter
export VERILOG_FILES = /design/flow/design.v
export SDC_FILE = /design/flow/constraint.sdc
export NUM_CORES = 4
export LEC_CHECK = 1
export CORE_AREA = 10 10 70 70
export DIE_AREA = 0 0 80 80
### design/flow/constraint.sdc
current_design round_robin_arbiter

set clk_period 1.6
set clk_io_pct 0.2

create_clock -name clk0 -period $clk_period [get_ports {clk}]

set non_clock_inputs [all_inputs -no_clocks]
set_input_delay [expr $clk_period * $clk_io_pct] -clock clk0 $non_clock_inputs
set_output_delay [expr $clk_period * $clk_io_pct] -clock clk0 [all_outputs]
==> qor.yml <==
timing:
  fmax_ghz: 0.529
  final_hold_viol_count: 0
  fin_skew_ns: 0.00198
  fin_crit_ns: 1.89
  period_used_pct: 118
  slew_headroom_pct: 79.9
  drv_slew: 0
  worst_slew_pin_slew_ns: 0.301
  rsz0062_at_grt: "yes"
  tns_ns: -0.963
  final-setup-viol-count: 4
  holdWs_ns: 0.263
  timing.final.ws_setup_ns: -0.291
clock_tree:
  clk_pin_slew_worst_paths_ns: 0.03
  clk_latency_ns: 0.22
  cts_buffers: 3
  cts_tree: "built"
  cts_root_buffer: "clkbuf_4"
  cts-htree-levels: 1
  clock_path_buffers: 2
  cts.sinks: 2
worst_setup_path:
  crit_path_start_kind: "flop"
  cp_num_buf_inv: 2
  worst_setup_path_end_kind: "output pin"
  slowest_delay_ns: 0.40
  cp.required_ns: 1.28
  critical-path-top-delay-family: "simple AND/OR/NAND/NOR gates"
  crit_chain: "inv_2 -> ha_4 -> or3b_4 -> a31oi_4 -> o21a_1 -> buf_2"
  slowest_stage: "or3b_4"
  r2r_slack_ns: 0.38
  worstSetupPathType: "reg -> out"
  arrival_ns: 1.57
  crit_fanout: 2
cells_and_area:
  seq_area_um2: 51.3
  fin_util_pct: 17.4
  fin_cells: 100
  reg.largest.list: "track: 2 flops"
  top_register: "track"
  final_common_cell: "buf_4"
  layout-drive-gt1-share_pct: 61.1
  multiInputGateArea_um2: 273
  fill_cells: 390
  most-common-layout-cells: "10 x buf_4, 4 x buf_2, 3 x inv_2, 3 x ha_4, 3 x clkbuf_4"
  syn2layout_area_growth_pct: 127
  largest_reg_flops: 2
place:
  io_buffers: 9
  dp.cells: 95
  routabilityCongestion: 0.810
  place_ws_ns: -0.643
  place_hpwl_um: 640
floorplan:
  initCoreUtil_pct: 7.66
  rows: 21
  coreArea_um2: 3420
  die_w_um: 80
  ios: 10
  die_area_um2: 6400
  die_y_um: 80
synthesis:
  synth_flops: 2
  synth.distinct_cells: 21
  yosys_area_um2: 262
  synth_warnings: 1
  synth_stat.cells: 30
  ys_seq_share_pct: 19.1
  avgSynthCellArea_um2: 8.72
  syn_inst: 30
  syn_area_um2: 262
outcome:
  outcome: "finished, violations left"
  violations: "setup timing"
power_and_ir_drop:
  p_seq_share_pct: 14.8
  pwr-share-clk_pct: 13.6
  pwr-share-comb_pct: 71.5
  leakagePower_uw: 0.000278
  switching_share_pct: 38.4
  cellPowerDensity_nw_per_um2: 1360
  ir_drop_v: 0.000523
  p_int_uw: 498
  p_sw_uw: 310
routing:
  via_per_inst: 2.99
  diodes: 0
  wl_per_cell_um: 8.95
  postRouteAntennaNets: 0
  wl_met3_um: 98
  drt-pass1-iter-count: 3
  drc: 0
  met1_length_um: 452
  vias: 299
  wl_um: 895
  topRoutingLayerUsed: "met3"
  wl_met2_um: 344
  drtIter0Drc: 22
grt:
  grt_usage_pct: 2.96
  grt_pass1_vias: 358
  antenna_found_initial: 0
  grt_max_degree: 6
  grt-ovfl-total: 0
  grt_pass1_wl_mm: 1.59
min_path:
  worstHoldPathType: "in -> async"
run:
  cap_violations: 0
  warnings: 30
-- logic make-up after synthesis --
| kind of cell | Yosys count | synth area share [%] |
|---|---|---|
| AOI/OAI and AO/OA | 10 | 27.3 |
| and+or+nand+nor | 7 | 19.6 |
| buffers and inverters | 5 | 7.18 |
| adders and majority gates | 4 | 19.1 |
| DFF | 2 | 19.1 |
| xor gates and xnor gates | 1 | 3.35 |
| muxes | 1 | 4.31 |
-- what timing repair did --
action	CTS	global route
pin swaps	10	4
setup buffers	2	0
hold buffers	0	0
setup endpoints to repair	5	5
resized	31	4
-- per-layer routing --
layer	vias up	track usage, %
met5	-	0
met1	136	4.12
met4	0	0.704
li1	154	-
met3	0	1.36
met2	9	4.01
-- final timing paths --
check / startpoint / endpoint / cells past startpoint
hold / removal: rst / track[0]$_DFFE_PP0P_ / 2
hold reg to reg: track[1]$_DFFE_PP0P_ / track[1]$_DFFE_PP0P_ / 2
max in group asynchronous: rst / track[0]$_DFFE_PP0P_ / 2
setup / recovery: track[1]$_DFFE_PP0P_ / grant[0] / 6
setup reg to reg: track[1]$_DFFE_PP0P_ / track[1]$_DFFE_PP0P_ / 4
min in group clk0: track[1]$_DFFE_PP0P_ / track[1]$_DFFE_PP0P_ / 2
-- cells in the mapped netlist, drive strengths merged --
master	count	area share, %
ha	4	19
or3b	1	3.3
a21oi	1	1.9
o311a	1	3.8
o31ai	1	2.9
inv	5	7.2
dfrtp	2	19
nand2b	1	2.4
xnor2	1	3.3
o211a	1	3.8
nand3	1	1.9
a21boi	1	2.9
mux2	1	4.3
a31oi	1	2.4
o21a	1	2.9
nor4	1	4.8
o21bai	1	2.9
nor2b	1	2.4
o21ai	2	3.8
nor2	1	1.4
and2b	1	3.3
-- cell type report --
type	instances	area share, %
Sequential cell	2	8.65
Multi-Input combinational cell	23	46.0
Inverter	5	3.16
Timing Repair Buffer	21	28.7
Clock buffer	3	3.80
Tap cell	46	9.70
-- power groups by stage --
| stage | sequential, µW | combinational, µW | clock (µW) |
|---|---|---|---|
| 6_report | 120 | 578 | 110 |
| 5_1_grt | 126 | 646 | 124 |
| 4_1_cts | 121 | 554 | 120 |
-- per-stage QoR --
stage	power (µW)	instance area, µm²
final	808	593
after global routing	896	593
after CTS	795	573
after detailed placement	563	484
after global placement	542	484
after floorplan	311	262
Power is estimated from default activity; no workload was simulated.
